==> ./design.v <==
`timescale 1ns / 1ps
module RegFile(
	 input [4:0] r0addr,
    input [4:0] r1addr,
    input [63:0] wdata,
    input [4:0] waddr,
    input wena,
    output [63:0] r0data,
    output [63:0] r1data,
	 input  [4:0] swaddr,
	 input [63:0] swdata,
	 input swena,
	 output [63:0] dff,
	 input clk
    );
	reg [63:0] DFF[0:31];
	assign r0data = DFF[r0addr];
	assign r1data = DFF[r1addr];
	assign dff = DFF[swaddr];
	initial
	begin
		DFF[0] = 0;
		DFF[1] = 2;
		DFF[2] = 2;
		DFF[3] = 3;
		DFF[4] = 4;
		DFF[5] = 5;
		DFF[12] = 12;
		DFF[13] = 12;
	end
	always @(posedge clk)
	begin
		if(wena)
		begin
			DFF[waddr] <= wdata;
			DFF[0] <= 0;
		end
		if(swena)
		begin
			DFF[swaddr] <= swdata;
			DFF[0] <= 0;
		end
	end
endmodule
==> ./run.sh <==
#!/bin/bash
# OpenROAD 26Q1-2900-gdf79404cd8, Yosys 0.63+post, stock flow scripts
make -C /OpenROAD-flow-scripts/flow DESIGN_CONFIG=/design/flow/config.mk WORK_HOME=/design/flow/orfs finish
==> ./config.mk <==
export PLATFORM = sky130hd
export DESIGN_NAME = RegFile
export DESIGN_NICKNAME = RegFile
export VERILOG_FILES = /design/flow/design.v
export SDC_FILE = /design/flow/constraint.sdc
export NUM_CORES = 4
export LEC_CHECK = 1
export CORE_UTILIZATION = 40
==> ./constraint.sdc <==
current_design RegFile

set clk_period 14.9
set clk_io_pct 0.2

create_clock -name clk0 -period $clk_period [get_ports {clk}]

set non_clock_inputs [all_inputs -no_clocks]
set_input_delay [expr $clk_period * $clk_io_pct] -clock clk0 $non_clock_inputs
set_output_delay [expr $clk_period * $clk_io_pct] -clock clk0 [all_outputs]
==> flow_metrics.py <==
# Synthesis and PnR figures
metrics = {
    "layout": {
        "top_logic_cell_by_instance_count_in_the_layout": "sky130_fd_sc_hd__edfxtp_1",
        "regArea_mm2": 0.0615,
        "post_route_cells_drive_above_1_share_pct": 45.3,
        "multi_input_comb_area_mm2": 0.0682,
        "largest-register": "DFF",
        "largestRegisters": "DFF x2048",
        "fillCellCount": 28687,
        "largest_register_ff_count": 2048,
        "instances_no_fill": 13586,
        "final_core_util_pct": 45.2,
        "layout.cells.most_common_list": "sky130_fd_sc_hd__edfxtp_1 (2048), sky130_fd_sc_hd__mux2_2 (1907), sky130_fd_sc_hd__mux4_2 (1128), sky130_fd_sc_hd__mux2i_1 (831), sky130_fd_sc_hd__a22oi_1 (798)",
        "areaGrowthSynthToFinish_pct": 12.4,
    },
    "route": {
        "drtPass1Iterations": 6,
        "route.detailed.drc": 0,
        "vias": 99662,
        "final_antenna_net_count": 0,
        "detail_route.wl_per_cell_um": 49.1,
        "avgViaCountPerCell": 7.34,
        "postRouteWirelength_mm": 667,
        "drt_iter0_drc": 9146,
    },
    "hold_path": {
        "hold-path-endpoint": "DFF[0][49]",
        "holdCritPathClass": "in -> reg",
        "worstHoldPathCells": 3,
        "hold_start": "wdata[49]",
    },
    "worst_setup_path": {
        "cp_max_fo": 21,
        "critical_path.max_stage_delay_ns": 0.91,
        "setup.worst_path.end_class": "output pin",
        "critical-path-slowest-cell": "sky130_fd_sc_hd__and2_1",
        "critical_path.startpoint_type": "input port",
        "cp_data_required_time_ns": 11.92,
        "worstPathArrival_ns": 7.47,
        "path_cells": "buf_2 > buf_4 > nor2b_4 > buf_4 > and2_1 > buf_4 > a22oi_1 > nand3_1 > clkdlybuf4s50_1",
        "worst-setup-path-type": "in -> out",
        "path_common_cell": "sky130_fd_sc_hd__buf_4",
    },
    "final_timing": {
        "rsz0062_at_grt": "false",
        "timing.fmax_ghz": 0.0957,
        "finalHoldViolCount": 0,
        "worst_slack_on_hold_paths_ns": 2.97,
        "maxSlewHeadroom_pct": 10.3,
        "setup_total_neg_slack_ns": 0,
        "period_needed_ns": 10.45,
        "worst_slew_pin_slew_ns": 1.35,
        "timing.final.max_slew_violations": 0,
        "post-route-period-util_pct": 70.1,
        "setup_violations": 0,
    },
    "floorplanning": {
        "chip_area_mm2": 0.338,
        "die_height_um": 582,
        "dieWidth_um": 582,
        "floorplan.core_util_pct": 40.2,
        "io-pin-count": 343,
        "num_rows": 212,
        "core_region_area_mm2": 0.334,
    },
    "logic_synthesis": {
        "post_synth_num_cell_types": 46,
        "yosysWarningCount": 1,
        "yosys_cells": 8886,
        "syn_avg_cell_area_um2": 15.1,
        "post_synth_edffs": 2048,
        "synth_async_sr_flop_share_pct": 0,
        "seq_area_frac_synth_pct": 45.8,
        "synthesized_netlist_cell_count": 8886,
        "synth_top_flop_cell": "sky130_fd_sc_hd__edfxtp_1",
        "synth_flop_count": 2048,
        "post_synth_instance_area_mm2": 0.134,
        "yosys.stat.chipArea_mm2": 0.134,
    },
    "global_route": {
        "grt_overflow_total": 0,
        "grt_max_degree": 85,
        "grt_pass1_vias": 102837,
        "grt_antenna_before_repair": 69,
        "grt_pass1_wl_mm": 892,
        "track_usage_pct": 42.1,
    },
    "clocking": {
        "ctsHtreeMaxLevel": 4,
        "cts-resized-gates": 0,
        "cts.hold.buffers_added": 0,
        "clockRootBuffer": "sky130_fd_sc_hd__clkbuf_16",
        "clkSinkCount": 2048,
        "tritoncts": "done",
        "cts_buffer_depth": 4,
        "worst_setup_hold_path_clk_slew_ns": 0.06,
        "tritoncts.num_buffers": 231,
        "post_cts_repair_timing_setup_buffer_count": 0,
    },
    "run": {
        "tool_warnings": 26,
        "number_of_max_capacitance_violations_reported": 0,
    },
    "placement": {
        "placedCellCount": 13045,
        "placement.io_buffers": 342,
        "finalWeightedCongestion": 1.03,
        "place_hpwl_mm": 407,
    },
    "power_and_ir_drop": {
        "totalPowerFinal_mw": 14.9,
        "leakage_power_nw": 49.5,
        "pwr_density_cell_mw_per_mm2": 98.6,
        "vdd.ir_drop.worst_mv": 0.106,
    },
    "run_status": {
        "outcome": "finished clean",
    },
}
==> cells in the mapped netlist (11+ instances only) <==
library cell                  n  area [um^2]
sky130_fd_sc_hd__edfxtp_1  2048        61500
sky130_fd_sc_hd__mux2_2    1907        21500
sky130_fd_sc_hd__mux4_2    1128        25400
sky130_fd_sc_hd__mux2i_1    831         8320
sky130_fd_sc_hd__a22oi_1    798         5990
sky130_fd_sc_hd__clkbuf_1   629         2360
sky130_fd_sc_hd__buf_2      361         1810
sky130_fd_sc_hd__nand3_1    206         1030
sky130_fd_sc_hd__nand4_1    164         1030
sky130_fd_sc_hd__buf_4      146         1100
sky130_fd_sc_hd__nand2_1     99          372
sky130_fd_sc_hd__a21oi_1     86          430
sky130_fd_sc_hd__mux2_1      82          923
sky130_fd_sc_hd__and2_1      79          494
sky130_fd_sc_hd__o22ai_1     72          450
sky130_fd_sc_hd__nor2_1      30          113
sky130_fd_sc_hd__nor2b_1     24          150
sky130_fd_sc_hd__buf_1       23         86.3
sky130_fd_sc_hd__a31oi_1     20          125
sky130_fd_sc_hd__nor2_4      15          169
sky130_fd_sc_hd__nor2_2      13         81.3
sky130_fd_sc_hd__a211o_1     12          105
sky130_fd_sc_hd__a22o_1      12          105
sky130_fd_sc_hd__buf_6       11          124
sky130_fd_sc_hd__nand3b_1    11         82.6
sky130_fd_sc_hd__nor3_1      11         55.1
==> logic make-up (layout without fill, tap and decap cells) <==
family                 count (synthesis)  count (layout)  synth area share (%)
multiplexers                        3948            3948                  41.8
flip-flops                          2048            2048                  45.8
buffers and inverters               1173            1368                  4.08
AND-OR/OR-AND                       1028            1028                  5.53
AND/OR/NAND/NOR                      689             689                  2.87
other                                  0             118                     0
==> critical path: cells and delay by family <==
family	cells	cell delay, ns
compound gates	1	0.14
simple gates	3	1.76
buf+inv	5	2.42
==> where the power goes <==
group          internal, mW  switching [mW]
combinational          1.01            1.45
sequential             6.51           0.105
clock                  3.24            2.58
==> final cells by class <==
cell class	count	area share (%)
Antenna cell	118	0.196
Clock buffer	268	3.96
Clock inverter	155	0.905
Inverter	3	0.0108
Multi-Input combinational cell	5665	45.2
Sequential cell	2048	40.7
Tap cell	4387	3.63
Timing Repair Buffer	942	5.38
==> metal layers <==
metal / part of all wire (%) / vias up / track usage [%] / routed length [um]
li1: - / 37159 / - / -
met1: 29 / 49877 / 43.0 / 194000
met2: 42 / 9819 / 55.9 / 283000
met3: 19 / 2696 / 35.0 / 129000
met4: 8.8 / 111 / 29.8 / 58600
met5: 0.42 / - / 5.97 / 2790
==> how the worst max path moves through the flow <==
| stage | from | end | slack (ns) |
|---|---|---|---|
| after global routing | r0addr[0] | r0data[22] | 4.31 |
| final | r1addr[4] | r1data[56] | 4.45 |
| after CTS | r0addr[0] | r0data[4] | 4.51 |
==> metrics by stage <==
stage          worst slack (ns)  instance area (um^2)
4_1_cts                    4.51                151000
6_report                   4.45                151000
2_1_floorplan              6.28                134000
3_5_place_dp               4.51                143000
5_1_grt                    4.31                151000
3_3_place_gp               4.52                143000
Power figures rest on the tool's default switching activity, not on a simulated workload.
