[./design.v]
`timescale 1ns / 1ps
module ID_EXreg(
    input [63:0] ID_R1out,
    input [63:0] ID_R2out,
    input [4:0] ID_WReg1,
	 input [4:0] ID_rs2,
	 input [5:0]ID_EX_CTRL,
	 input [3:0]ID_MEM_CTRL,
	 input [1:0]ID_WB_CTRL,
	 input [11:0]ID_IMM,
    output [63:0] EX_R1out,
    output [63:0] EX_R2out,
    output [4:0] EX_WReg1,
	 output [4:0] EX_rs2,
	 output [5:0]EX_EX_CTRL,
	 output [3:0]EX_MEM_CTRL,
	 output [1:0]EX_WB_CTRL,
	 output [11:0]EX_IMM,
    input clk,
	 input reset
    );
	reg [63:0]R1out;
	reg [63:0]R2out;
	reg [4:0]WReg1;
	reg [4:0]rs2;
	reg [5:0]EX_CTRL;
	reg [3:0]MEM_CTRL;
	reg [1:0]WB_CTRL;
	reg [11:0]IMM;
	assign EX_R1out = R1out;
	assign EX_R2out = R2out;
	assign EX_WReg1 = WReg1;
	assign EX_rs2 = rs2;
	assign EX_EX_CTRL = EX_CTRL;
	assign EX_MEM_CTRL = MEM_CTRL;
	assign EX_WB_CTRL = WB_CTRL;
	assign EX_IMM = IMM;
	always @(posedge clk,negedge reset)
	begin
		if(!reset)
		begin
			R1out <= 0;
			R2out <= 0;
			WReg1 <= 0;
			rs2 <= 0;
			EX_CTRL <= 0;
			MEM_CTRL <= 0;
			WB_CTRL <= 0;
			IMM <= 0;
		end
		else
		begin
			R1out <= ID_R1out;
			R2out <= ID_R2out;
			WReg1 <= ID_WReg1;
			rs2 <= ID_rs2;
			EX_CTRL <= ID_EX_CTRL;
			MEM_CTRL <= ID_MEM_CTRL;
			WB_CTRL <= ID_WB_CTRL;
			IMM <= ID_IMM;
		end
	end
endmodule
[./run.sh]
#!/bin/bash
# OpenROAD 26Q1-2900-gdf79404cd8, Yosys 0.63+post, stock flow scripts
make -C /OpenROAD-flow-scripts/flow DESIGN_CONFIG=/design/flow/config.mk WORK_HOME=/design/flow/orfs finish
[./config.mk]
export PLATFORM = sky130hd
export DESIGN_NAME = ID_EXreg
export DESIGN_NICKNAME = ID_EXreg
export VERILOG_FILES = /design/flow/design.v
export SDC_FILE = /design/flow/constraint.sdc
export NUM_CORES = 4
export LEC_CHECK = 1
export CORE_AREA = 10 10 185 185
export DIE_AREA = 0 0 195 195
[./constraint.sdc]
current_design ID_EXreg

set clk_period 1.0
set clk_io_pct 0.2

create_clock -name clk0 -period $clk_period [get_ports {clk}]

set non_clock_inputs [all_inputs -no_clocks]
set_input_delay [expr $clk_period * $clk_io_pct] -clock clk0 $non_clock_inputs
set_output_delay [expr $clk_period * $clk_io_pct] -clock clk0 [all_outputs]
==> reports/metrics.csv <==
metric,value,unit
outcome,"finished, violations left",
violations,"hold timing, setup timing",
clock-root-buffer,clkbuf_16,
drt-wirelength-per-cell,14.88,um
syn2layout_area_growth,90.12,%
die_w,195,um
worst_ep_required_time,0.80,ns
initCoreUtil,0.1332,
hold_viol_final,22,
grt_pass1_vias,3015,
drc,0,
cp_slowest_cell,dfrtp_1,
postLayoutCoreUtil,0.2533,
cp_top_family,flip-flops,
antenna_found_initial,1,
fmax,894.2,MHz
crit_type,reg -> out,
clk_path_buf_depth,2,
clkPwrFrac,0.431,
rsz0062_at_grt,true,
yosys_area,4054,um2
tns,-14.72,ns
detail-route-antenna-nets,0,
seqPwrFrac,0.490,
routed_wirelength,13840,um
post-route-period-util,1.118,
yosys_warnings,1,
cp.arrival,0.92,ns
slowest_delay,0.37,ns
crit_buf_inv,1,
via_per_inst,2.867,
routabilityCongestion,0.7716,
slew_viol_final,0,
tightest_slew,0.4340,ns
crit_chain,buf_2,
crit_path_end_kind,output port,
globalRouteOverflowTotal,0,
ys_ff,162,
most-common-layout-cells,"dfrtp_1 (162), clkdlybuf4s50_1 (162), buf_2 (162)",
min_period,1.118,ns
warnings,29,
logic_area,0,um2
vias,2666,
synth_area,4054,um2
fp.dieArea,38030,um2
avgSynthCellArea,25.02,um2
hp-class,in -> async,
core_area,30430,um2
setup_viol,162,
swShare,0.2203,
peakVddDrop,1020,uV
rows,64,
cts_tree,done,
cts.sinks,162,
port_buffers,325,
clk_pin_slew,0.07,ns
grt_max_degree,37,
grt_pass1_wl,20700,um
leakagePower,0.003526,uW
max_cap_viol_count,0,
worst-path-max-fanout,1,
chipHeight,195,um
combPwrFrac,0.079,
power_density,1838,nW/um2
startpoint_type,flop,
synth_cells,162,
whs,-0.3087,ns
slew_headroom,0.7107,
drtIter0Drc,42,
p_sw,3121,uW
numCtsBuffers,17,
drt_pre_antenna_iters,4,
intPower,11040,uW
io_pins,326,
dp.final_hpwl,11140,um
h-tree-depth,4,
ys_seq_frac,1.000,
grt_usage,0.07162,
yosys_cells,162,
synth_cell_type_count,1,
nMultiInputCombCells,0,
drive_gt1_frac,0.3921,
startpoint,R1out[38],
finalWorstSetupSlack,-0.1183,ns
metal layers:
layer | vias up | global-route usage | share of wire
met2 | 168 | 0.1123 | 0.48
met3 | 13 | 0.04633 | 0.14
li1 | 1221 | - | -
met4 | 0 | 0.01018 | 0.015
met5 | - | 0 | 0
met1 | 1264 | 0.08278 | 0.36
Yosys cell counts:
cell,instances,area (um2)
dfrtp_1,162,4054
sequential cells by signal (all words and copies together), names as in the netlist:
signal,flops
rs2,5
WB_CTRL,2
WReg1,5
IMM,12
EX_CTRL,6
MEM_CTRL,4
R1out,64
R2out,64
power groups by stage:
stage	clock, uW	combinational (uW)	sequential, uW
4_1_cts	6400	1170	6950
6_report	6100	1120	6940
5_1_grt	6680	1240	6980
stage by stage:
step | total power, uW | cell area [um2] | hold WS, ns | cells | setup slack, ns
5_1_grt | 14900 | 7705 | -0.3203 | 929 | -0.1814
6_report | 14160 | 7707 | -0.3087 | 930 | -0.1183
3_3_place_gp | 8562 | 7959 | 0.1649 | 897 | -0.02751
4_1_cts | 14520 | 7705 | -0.3241 | 929 | -0.1700
2_1_floorplan | 6996 | 4054 | -0.09559 | 162 | 0.4879
3_5_place_dp | 8575 | 7959 | 0.1636 | 897 | -0.02847
cells by family (layout without fill, tap and decap cells):
| group | Yosys count | in the layout | share of synthesized area |
|---|---|---|---|
| buf+inv | 0 | 371 | 0 |
| other cells | 0 | 1 | 0 |
| flops | 162 | 162 | 1.000 |
what timing repair did:
item                                    4_1_cts  5_1_grt
resized                                     527        0
endpoints found under the setup margin      162      162
endpoints found under the hold margin        22       22
setup buffers                                 0        0
path summary, 6_finish.rpt:
check                               end  cells past startpoint
setup / recovery           EX_R1out[38]                      1
hold / removal                R1out[38]                      1
max in group asynchronous     R1out[21]                      2
min in group clk0             R1out[57]                      1
layout make-up:
type                    instances  area [um2]
fillers                      3180       22720
flip-flops and latches        162        4054
repair buffers                339        2599
well taps                     396       495.5
clock buffers                  19       452.9
clock inverters                13       103.9
diodes                          1       2.502
Power and IR drop assume default switching activity.
