<file path="/design/flow/config.mk">
export PLATFORM = sky130hd
export DESIGN_NAME = EX_MEMreg
export DESIGN_NICKNAME = EX_MEMreg
export VERILOG_FILES = /design/flow/design.v
export SDC_FILE = /design/flow/constraint.sdc
export NUM_CORES = 4
export LEC_CHECK = 1
export CORE_AREA = 10 10 203 203
export DIE_AREA = 0 0 213 213
</file>
<file path="/design/flow/constraint.sdc">
current_design EX_MEMreg

set clk_period 1.0
set clk_io_pct 0.2

create_clock -name clk0 -period $clk_period [get_ports {clk}]

set non_clock_inputs [all_inputs -no_clocks]
set_input_delay [expr $clk_period * $clk_io_pct] -clock clk0 $non_clock_inputs
set_output_delay [expr $clk_period * $clk_io_pct] -clock clk0 [all_outputs]
</file>
<file path="/design/flow/design.v">
`timescale 1ns / 1ps
module EX_MEMreg(
    input [4:0] EX_WReg1,
	 input [63:0] EX_ALUoutput,
	 input [63:0] EX_R2out,
	 input [3:0] EX_MEM_CTRL,
	 input [1:0] EX_WB_CTRL,
	 input [8:0] EX_IMM,
    output [4:0] MEM_WReg1,
	 output [63:0] MEM_ALUoutput,
	 output [63:0]MEM_R2out,
	 output [3:0] MEM_MEM_CTRL,
	 output [1:0] MEM_WB_CTRL,
	 output [8:0] MEM_IMM,
    input clk,
	 input reset
    );
	reg [4:0]WReg1;
	reg [63:0]ALUoutput;
	reg [63:0]R2out;
	reg [3:0]MEM_CTRL;
	reg [1:0]WB_CTRL;
	reg [8:0]IMM;
	assign MEM_WReg1 = WReg1;
	assign MEM_ALUoutput = ALUoutput;
	assign MEM_R2out = R2out;
	assign MEM_MEM_CTRL = MEM_CTRL;
	assign MEM_WB_CTRL = WB_CTRL;
	assign MEM_IMM = IMM;
	always @(posedge clk,negedge reset)
	begin
		if(!reset)
		begin
			WReg1 <= 0;
			ALUoutput <= 0;
			R2out <= 0;
			MEM_CTRL <= 0;
			WB_CTRL <= 0;
			IMM <= 0;
		end
		else
		begin
			WReg1 <= EX_WReg1;
			ALUoutput <= EX_ALUoutput;
			R2out <= EX_R2out;
			MEM_CTRL <= EX_MEM_CTRL;
			WB_CTRL <= EX_WB_CTRL;
			IMM <= EX_IMM;
		end
	end
endmodule
</file>
<file path="/design/flow/run.sh">
#!/bin/bash
# OpenROAD 26Q1-2900-gdf79404cd8, Yosys 0.63+post, stock flow scripts
make -C /OpenROAD-flow-scripts/flow DESIGN_CONFIG=/design/flow/config.mk WORK_HOME=/design/flow/orfs finish
</file>
==> run_results.csv <==
group,metric,value,unit
place,pre_cts_ws,-11.2,ps
route,routed_via_density,2.63,
setup_path,slowest_stage,"dfrtp_1",
clock_tree,clockRootBuffer,"clkbuf_16",
setup_path,slowest_delay,370,ps
worst_hold_path,min-delay-path-class,"in2reg",
clock_tree,tritoncts,"yes",
synthesis,ys.flop_type,"dfrtp_1",
floorplanning,die_h,213,um
setup_path,cp_max_fo,1,
synthesis,top_cells_by_count,"148 x dfrtp_1",
job,warnings,27,
global_routing,antenna_found_initial,0,
layout,final_layout_size_suffix_gt1_share,39.1,%
route,firstDrtPassIters,4,
power_and_ir_drop,power.density,1920,nW/um^2
global_routing,grt_pass1_vias,2809,
power_and_ir_drop,sequentialPowerShare,45.6,%
synthesis,syn_inst,148,
floorplanning,die-area,45400,um^2
route,antenna_left,0,
run_status,violations,"setup timing",
layout,area_growth,95.7,%
floorplanning,initCoreUtil,10.1,%
global_routing,grt_max_degree,29,
run_status,status,"finished, violations left",
layout,fillerInstances,3958,
final_timing,rsz0062_at_grt,"true",
route,wl_per_cell,14.1,um
final_timing,fin_hold_ws,197,ps
clock_tree,cts_buffers,17,
final_timing,finalSetupTns,-14450,ps
power_and_ir_drop,leakage,0.00325,uW
synthesis,synthArstFlopShare,100,%
floorplanning,die_w,213,um
synthesis,top_cell,"dfrtp_1",
global_routing,grt_pass1_wl,18.9,mm
floorplanning,core,36700,um^2
synthesis,netlist-cell-type-count,1,
place,place.gp.congestion,0.719,
layout,mi_logic_area,0,um^2
setup_path,critPathBufInv,1,
setup_path,criticalPathCategory,"reg2out",
final_timing,fmax,889,MHz
clock_tree,cts_setup_buffers,0,
synthesis,netlist_area,3700,um^2
final_timing,worst_pin_slew,218,ps
setup_path,crit_chain,"buf_2",
global_routing,overflow,0,
synthesis,ys_cells,148,
clock_tree,htree_levels,4,
power_and_ir_drop,p_sw_share,22.5,%
synthesis,topCellsByArea,"dfrtp_1 100%",
power_and_ir_drop,p_comb_share,7.3,%
final_timing,slew_viol_final,0,
synthesis,yosys.area.top_type_share,100,%
synthesis,synth_area_leader_cell,"dfrtp_1",
synthesis,yosysWarnings,1,
route,first_iter_violations,52,
power_and_ir_drop,ir_worst_vdd,1140,uV
synthesis,avgSynthCellArea,25.0,um^2
route,antenna_cells,0,
setup_path,cp_data_arrival_time,930,ps
job,cap_violations,0,
synthesis,postSynthSeqShare,100,%
floorplanning,rows,70,
clock_tree,clk_pin_slew_worst_paths,70,ps
final_timing,hold_viol_final,0,
floorplanning,ios,298,
setup_path,required,800,ps
global_routing,track_usage,5.67,%
synthesis,synth_flops,148,
route,drt-total-wl,13.5,mm
power_and_ir_drop,clock_power_share,47.0,%
clock_tree,numClockSinks,148,
synthesis,ys_chip_area,3700,um^2
place,portBuffers,297,
final_timing,setup_viol,148,
clock_tree,clk_path_buf_depth,2,
setup_path,crit_family,"flip-flops",
layout,utilization,19.7,%
route,drc,0,
place,dp_hpwl,10.4,mm
synthesis,synth-edff-count,0,
final_timing,min_period_over_period,113,%
power_and_ir_drop,power.switching,3130,uW
setup_path,setup.worst_path.start_class,"flip-flop",
setup_path,cp-end-kind,"output port",
final_timing,slew_headroom,85.5,%
layout,logic_gate_count,0,
final_timing,fin_crit,1130,ps
route,via_count,2519,
power_and_ir_drop,internal-power,10800,uW
final_timing,fin_ws,-125,ps
kinds of logic after synthesis:
kind of cell and synth area share [%]:
flip-flops 100
cell usage in the layout (no fill, tap or decap):
cell and count:
buf_2 148, clkinvlp_4 2, inv_8 1, clkinv_4 2, buf_6 1, clkdlybuf4s50_1 148
bufinv_16 2, buf_4 8, dlygate4sd3_1 1, inv_6 7, buf_12 3, dfrtp_1 148
clkbuf_1 1, clkbuf_16 17
layout make-up:
type	instances	area [um^2]	area share, %
Timing Repair Buffer	309	2360	32.6
Clock buffer	18	429	5.92
Sequential cell	148	3700	51.1
Tap cell	468	586	8.08
Clock inverter	14	165	2.28
power by group through the flow:
| stage | registers (uW) | logic (uW) | clock network [uW] |
|---|---|---|---|
| CTS | 6350 | 1070 | 6900 |
| global route | 6370 | 1130 | 7090 |
| finish | 6350 | 1020 | 6540 |
flip-flops by register name (all words and copies together) (netlist names):
name	count
IMM	9
MEM_CTRL	4
R2out	64
ALUoutput	64
WReg1	5
WB_CTRL	2
stage by stage:
| step | power, uW | area [um^2] | std cells |
|---|---|---|---|
| CTS | 14300 | 7250 | 957 |
| global placement | 7810 | 7360 | 923 |
| detailed placement | 7810 | 7360 | 923 |
| finish | 13900 | 7250 | 957 |
| floorplan | 6390 | 3700 | 148 |
| global route | 14600 | 7250 | 957 |
per-layer routing:
metal | GRT usage, % | vias to the layer above | part of all wire [%] | routed length, um
met5 | 0 | - | 0 | 0
met4 | 1.26 | 0 | 2.1 | 286
met3 | 3.47 | 12 | 13 | 1780
met2 | 8.77 | 169 | 47 | 6370
met1 | 6.59 | 1220 | 38 | 5090
li1 | - | 1118 | - | -
path summary, 6_finish.rpt:
kind                       slack [ps]  cells after the start        startpoint                end
hold / removal                    200                      1  EX_ALUoutput[24]      ALUoutput[24]
max in group asynchronous         200                      4             reset             IMM[6]
setup / recovery                 -130                      1     ALUoutput[55]  MEM_ALUoutput[55]
min in group asynchronous         420                      3             reset             IMM[8]
repair_timing:
item                                   4_1_cts  5_1_grt
resized                                    466        0
hold buffers                                 2        0
cloned                                       0        0
setup endpoints to repair                  148      148
endpoints found under the hold margin       23        0
Power figures rest on the tool's default switching activity, not on a simulated workload.
